==> design/flow/config.mk <==
export PLATFORM = sky130hd
export DESIGN_NAME = siso_register_v
export DESIGN_NICKNAME = siso_register_v
export VERILOG_FILES = /design/flow/design.v
export SDC_FILE = /design/flow/constraint.sdc
export NUM_CORES = 4
export LEC_CHECK = 1
export CORE_AREA = 10 10 70 70
export DIE_AREA = 0 0 80 80
==> design/flow/constraint.sdc <==
current_design siso_register_v

set clk_period 1.0
set clk_io_pct 0.2

create_clock -name clk0 -period $clk_period [get_ports {clk}]

set non_clock_inputs [all_inputs -no_clocks]
set_input_delay [expr $clk_period * $clk_io_pct] -clock clk0 $non_clock_inputs
set_output_delay [expr $clk_period * $clk_io_pct] -clock clk0 [all_outputs]
==> design/flow/design.v <==
module siso_register_v #(
    parameter DATA_WIDTH = 10,
    parameter DELAY = 1
)
(
    input clk,
    input reset,
    input write_en,
    input [DATA_WIDTH-1:0] data_i,
    output [DATA_WIDTH-1:0] data_o
);
reg [DATA_WIDTH-1:0] shift_registers [DELAY-1:0];
integer i;
initial begin
    for (i = 0; i < DELAY; i = i + 1) begin 
        shift_registers[i] = {DATA_WIDTH{1'b0}};
     end
end
always @(posedge clk ) begin
    if (reset == 1) begin
        for (i = 0; i < DELAY; i = i + 1) begin
            shift_registers[i] = {DATA_WIDTH{1'b0}};
        end
    end else if (write_en == 1) begin
        for (i = DELAY-1; i > 0 ; i = i-1) begin
            shift_registers[i] = shift_registers[i-1];
        end
        shift_registers[0] = data_i;
    end
end
assign data_o = shift_registers[DELAY-1];
endmodule
==> design/flow/run.sh <==
#!/bin/bash
# OpenROAD 26Q1-2900-gdf79404cd8, Yosys 0.63+post, stock flow scripts
make -C /OpenROAD-flow-scripts/flow DESIGN_CONFIG=/design/flow/config.mk WORK_HOME=/design/flow/orfs finish
==> flow_summary.yaml <==
# synthesis and place-and-route metrics
run_status:
  status: "complete, no violations"
global_routing:
  busiest_layer: "met2"
  met1_usage_pct: 3.98
  grt_pass1_vias: 315
  grt_usage_pct: 3.28
  grt_overflow: 0
  grt_pass1_wl_mm: 1.61
  use_met2_pct: 4.65
  grtUsageMet3_pct: 2.16
  grt_start_max_net_pins: 11
  grt_antenna_before_repair: 0
clock_tree:
  clockRootBuffer: "clkbuf_4"
  cts_buffers: 3
  clk_latency_ns: 0.26
  cts_max_level: 1
  cts.sinks: 10
  clockBufferDepth: 2
  path_clk_slew_ns: 0.06
  cts_hold_buffers: 0
  cts_tree: "done"
setup_path:
  worstPathCellList: "clkdlybuf4s15_1"
  crit_buf_inv: 1
  r2r_slack_ns: 0.30
  worstPathMaxFanout: 2
  r2r-start: "shift_registers[0][3]"
  end_kind: "output port"
  path_class: "reg -> out"
  worstPathRequired_ns: 0.80
  slowest_delay_ns: 0.33
  path_delay_family: "flip-flops"
  cp.arrival_ns: 0.75
  crit_start: "shift_registers[0][7]"
  cp-start-kind: "register"
  crit_slowest_cell: "dfxtp_2"
floorplanning:
  fp.dieW_um: 80
  coreArea_um2: 3420
  fp-utilization_pct: 10.3
  ios: 23
  dieHeight_um: 80
  row_count: 21
  die-area_um2: 6400
routing:
  ant_nets: 0
  post_drt_wl_per_cell_um: 9.72
  drc: 0
  drt_wl_total_mm: 1.03
  vias_per_cell: 2.90
  drtPass1Iterations: 3
  drt_iter0_markers: 10
  vias: 307
  antenna_cells: 0
power_and_ir_drop:
  powerDensity_nw_per_um2: 1350
  power_leakage_nw: 0.301
  peakVddDrop_uv: 263
  power_mw: 0.930
sta:
  grt_setup_unrepaired: "no"
  slew_headroom_pct: 90.1
  skew_ns: 0
  fin_crit_sh_pct: 95.2
  hold_viol: 0
  setup_slack_ns: 0.0481
  final_max_slew_viol_count: 0
  setup_violations: 0
  min_period_ns: 0.952
  fin_setup_tns_ns: 0
  fmax_mhz: 1050
  worstMarginPinSlew_ns: 0.144
finish:
  largest_reg_flops: 10
  areaGrowthSynthToFinish_pct: 94.7
  drive_above_1_share_pct: 36.7
  stdcell_count: 106
yosys:
  yosys_cells: 32
  edf_count: 0
  ys_seq_share_pct: 56.7
  syn_area_per_cell_um2: 11.0
  ys_top_cells_by_count: "dfxtp_1 (10), mux2i_1 (10), nor2_1 (10)"
  synth.top_cell.area_share_pct: 56.7
  ys_chip_area_um2: 353
  ys_seq_elements: 10
  synth_top_flop_cell: "dfxtp_1"
  synth_cell_types: 5
  async_reset_ff_share_pct: 0
  area_leaders: "dfxtp_1 (57%), mux2i_1 (28%), nor2_1 (11%)"
  syn_inst: 32
  syn_area_um2: 353
  synth-warning-count: 2
  top_area_cell: "dfxtp_1"
place:
  place_inst: 101
  gp_congestion: 0.758
  port_buffers: 22
  pre_cts_slack_ns: -0.214
flow_run:
  openroad.warnings: 25
  cap_violations: 0
worst_hold_path:
  min_from: "shift_registers[0][5]"
  hold_class: "reg -> reg"
[final timing paths]
| path | endpoint | cells after the start |
|---|---|---|
| worst max-delay path | data_o[7] | 1 |
| worst min-delay path | shift_registers[0][5] | 2 |
| worst max register to register | shift_registers[0][3] | 3 |
| worst min register to register | shift_registers[0][5] | 2 |
[through the flow]
| stage | hold slack (ns) | util, % | instance area [µm²] |
|---|---|---|---|
| after floorplan | 0.347 | - | 353 |
| after global placement | 0.473 | 19.0 | 651 |
| after detailed placement | 0.479 | 19.0 | 651 |
| after CTS | 0.487 | 20.5 | 699 |
| after global routing | 0.511 | 20.1 | 687 |
| final | 0.480 | 20.1 | 687 |
[cell usage in the layout (no fill, tap or decap), drive strengths merged]
master	synthesis	layout
nor2	10	10
mux2i	10	10
buf	2	4
clkdlybuf4s50	0	12
dfxtp	10	10
clkdlybuf4s15	0	6
clkbuf	0	8
[metal layers]
metal,part of all wire (%),up-vias
li1,-,161
met1,45,131
met2,42,13
met3,12,2
met4,1.1,0
met5,0,-
[logic make-up (layout without fill, tap and decap cells)]
logic type	after synthesis	in the layout	share of synthesized area, %
buffers and inverters	2	30	4.25
DFF	10	10	56.7
muxes	10	10	28.4
and+or+nand+nor	10	10	10.6
[final cells by class]
cell class                 count  area, µm²
timing repair buffer          26        243
tap                           46       57.6
multi-input combinational     20        138
clock buffer                   4       36.3
sequential                    10        213
fill                         374       2730
[timing repair]
| item | 4_1_cts | 5_1_grt |
|---|---|---|
| endpoints found under the setup margin | 10 | 5 |
| buffers inserted | 0 | 1 |
| gates resized | 30 | 4 |
| cloned | 0 | 0 |
| pin swaps | 0 | 0 |
| endpoints found under the hold margin | 0 | 0 |
[where the power goes]
group	internal, mW	total, mW	switching, mW
combinational	0.101	0.141	0.0401
clock	0.221	0.352	0.131
sequential	0.427	0.438	0.0109
total	0.748	0.930	0.182
Power is estimated from default activity; no workload was simulated.
