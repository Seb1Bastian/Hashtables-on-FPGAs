==> design/flow/design.v <==
module forward_position_updater #(
    parameter DATA_WIDTH = 4,
    parameter KEY_WIDTH = 2,
    parameter HASH_ADR_WIDTH = 2,
    parameter SHIFT_HASH_ADR_WIDTH = 2
)(
    input logic clk,
    input logic reset,
    input logic clk_en,
    input logic [HASH_ADR_WIDTH-1:0] new_hash_adr_i,
    input logic [DATA_WIDTH-1:0] new_data_i,
    input logic [KEY_WIDTH-1:0] new_key_i,
    input logic [SHIFT_HASH_ADR_WIDTH-1:0] new_shift_adr_i,
    input logic new_valid_i,
    input logic new_shift_valid_i,
    input logic [HASH_ADR_WIDTH-1:0] forward_hash_adr_i,
    input logic [DATA_WIDTH-1:0] forward_data_i,
    input logic [KEY_WIDTH-1:0] forward_key_i,
    input logic forward_updated_mem_i,
    input logic forward_valid_i,
    input logic [SHIFT_HASH_ADR_WIDTH-1:0] forward_shift_hash_adr_i,
    input logic forward_shift_valid_i,
    input logic [SHIFT_HASH_ADR_WIDTH-1:0] forward_next_mem_hash_adr_i,
    input logic forward_next_mem_updated_i,
    input logic forward_next_mem_valid_i,
    output wire [KEY_WIDTH-1:0] correct_key,
    output wire [DATA_WIDTH-1:0] correct_data,
    output wire correct_is_valid,
    output wire [SHIFT_HASH_ADR_WIDTH-1:0] correct_shift_hash_adr,
    output wire correct_shift_valid
);
wire same_hash_adr_and_update;
wire [SHIFT_HASH_ADR_WIDTH-1:0] first_check_shift_adr;
wire first_check_shift_valid;
wire shift_same_hash_adr_and_update;
assign same_hash_adr_and_update = (forward_hash_adr_i == new_hash_adr_i && forward_updated_mem_i == 1'b1) ? 1'b1 : 1'b0;
assign correct_key = (same_hash_adr_and_update == 1'b1) ? forward_key_i : new_key_i;
assign correct_data = (same_hash_adr_and_update == 1'b1) ? forward_data_i : new_data_i;
assign correct_is_valid = (same_hash_adr_and_update == 1'b1) ? forward_valid_i : new_valid_i;
assign first_check_shift_adr = (same_hash_adr_and_update == 1'b1) ? forward_shift_hash_adr_i : new_shift_adr_i;
assign first_check_shift_valid = (same_hash_adr_and_update == 1'b1) ? forward_shift_valid_i : new_shift_valid_i;
assign shift_same_hash_adr_and_update = (first_check_shift_adr == forward_next_mem_hash_adr_i && forward_next_mem_updated_i == 1'b1) ? 1'b1 : 1'b0;
assign correct_shift_hash_adr = first_check_shift_adr;
assign correct_shift_valid = (shift_same_hash_adr_and_update == 1'b1) ? forward_next_mem_valid_i : first_check_shift_valid;
endmodule
==> design/flow/run.sh <==
#!/bin/bash
# OpenROAD 26Q1-2900-gdf79404cd8, Yosys 0.63+post, stock flow scripts
make -C /OpenROAD-flow-scripts/flow DESIGN_CONFIG=/design/flow/config.mk WORK_HOME=/design/flow/orfs finish
==> design/flow/config.mk <==
export PLATFORM = sky130hd
export DESIGN_NAME = forward_position_updater
export DESIGN_NICKNAME = forward_position_updater
export VERILOG_FILES = /design/flow/design.v
export SDC_FILE = /design/flow/constraint.sdc
export NUM_CORES = 4
export LEC_CHECK = 1
export CORE_AREA = 10 10 70 70
export DIE_AREA = 0 0 80 80
==> design/flow/constraint.sdc <==
current_design forward_position_updater

set clk_period 2.5
set clk_io_pct 0.2

create_clock -name clk0 -period $clk_period

set non_clock_inputs [all_inputs -no_clocks]
set_input_delay [expr $clk_period * $clk_io_pct] -clock clk0 $non_clock_inputs
set_output_delay [expr $clk_period * $clk_io_pct] -clock clk0 [all_outputs]
==> summary.txt <==
Flow results follow.

The flow ran to the end, and the final reports show no timing, DRC or antenna violations. The slowest library cell on the worst path is sky130_fd_sc_hd__mux2_1. The worst supply voltage drop on vdd is 0.02478 mV. The detailed router's first-iteration violation count is 1.

The detail-routed via count per cell is between 3 and 4. The growth of design area from synthesis to finish is 187.5%. The count of clock-net buffers in the final layout is 0. Per the detail_route report, routed wire per instance is roughly 13 microns. Excluding fillers, the count of instances in the completed layout stands at 120. The most frequently used cell type in the post-synthesis netlist is sky130_fd_sc_hd__mux2_2.

Per Yosys stat, the portion of area used by sequential elements is 0%. For reference, the post-synthesis area per instance comes to approximately 9 sq um. At the pin with the least slew margin, the transition time is about 290 ps. After synthesis, the largest area contributor takes up about two fifths of total cell area. The worst setup path is launched from an input pin.

After detailed placement, the total cell area comes to 754.5 sq um. The total of max-cap violations is 0. The routed layout has about 400 vias. The number of standard cells after synthesis is 31. The endpoint class of the critical path is a primary output. The final max-slew violation count recorded for this run is 0. The maximum frequency from static timing analysis is just over 400 MHz.

The final weighted congestion recorded by global placement is 0.7433. Note, the detailed placer reported a final HPWL of 1415 microns. The time the final worst path needs with I/O delays and setup is approximately 2400 ps. The final critical path takes up 96.99% of the cycle. The post-placement setup slack is -514.9 ps. In the post-route report, total wirelength is listed as ~1500 microns. From the final report, the count of setup violators was given as 0. The cell sequence reported for the critical path is dlygate4sd2_1, and2_1, and4_4, nor4b_4, a31oi_1, mux2_1, clkdlybuf4s15_1. The largest net degree at the start of global routing is 9. The floorplan has 21 rows.

The width of the die is approximately 80 microns. Global routing used 4.460% of the available tracks. The total core area is between 0.003 and 0.004 sq mm. The die covers around 0.0064 sq mm. The worst setup path is of the in -> out kind. The data arrival time at the worst-slack endpoint is roughly 1900 ps. Setup total negative slack on the finished layout was measured at 0 ps.

The type recorded for the worst min-delay path is in -> out. Per STA, the highest per-stage delay on the worst path measures between 300 and 400 ps. Setup repair after global routing left no endpoint under its margin. The overall power is 128.4 uW. The data required time at the worst endpoint is roughly 2000 ps. The residual antenna-violating net count after detailed routing is 0. The number of warnings reported in the stage logs is 36. Recorded from the global router log, the overflow total was 0. The finished layout cell area is between 800 and 900 sq um. For reference, the top cells by count after synthesis are sky130_fd_sc_hd__mux2_2 (10), sky130_fd_sc_hd__nor2_1 (3).

The fraction of layout cells with a size suffix above 1 is 36.49%. The area taken by flip-flops and latches is 0 sq um. Counting the warning lines in the Yosys log gives 0. The placement report lists the number of port buffers as 39. Once the floorplan was initialized, standard cells occupied 8.205% of the core. The flip-flop and latch count is 0. According to the floorplan report, the die height is 80 microns. Across all setup checks in the final design, the least slack found is between 70 and 80 ps.

The synthesized area is ~280 sq um. The detailed-router iteration count before antenna repair is 3. Per the synthesis report, the number of distinct cell types is 15. The leakage power is about 0.00036 uW.

The area reported by Yosys stat is around 280 sq um. The worst hold path depth is 3. After detailed routing, the number of remaining DRC violations is 0. For reference, the top cells by area after synthesis are sky130_fd_sc_hd__mux2_2 (40%), sky130_fd_sc_hd__xnor2_2 (12%), sky130_fd_sc_hd__nor4b_2 (5.4%). The number of global-route vias before repair is ~430.

The normalized max-slew margin is 80.72%. The number of antenna violations at the first check in global routing came to 0. Sorting the Yosys area breakdown by cell type puts at the top sky130_fd_sc_hd__mux2_2. For this design the top-level I/O count stands at 42. The largest fanout on the critical path is 2. The number of hold-slack violations in the final timing report is 0. The power density normalized to cell area is between 150 and 200 mW/mm^2. The first global-routing pass estimated approximately 2300 microns of wire. Counting tap cells, the placed design contains a total of between 100 and 150 instances. After synthesis, the design contains 31 cells according to Yosys.

The number of antenna diodes in the final layout is 0.
kinds of logic after synthesis:
logic type | count (synthesis) | synth area share [%]
simple gates | 13 | 29.91
buf+inv | 1 | 4.018
xor+xnor | 2 | 11.61
compound gates | 4 | 10.27
mux | 11 | 44.20
cells in the final DEF (no fill, tap or decap), drive strengths merged:
master          n
nor2            3
buf             8
a311oi          1
a21o            1
xnor2           2
a31oi           2
clkdlybuf4s15   2
nand2           2
clkbuf          1
clkdlybuf4s50  18
dlymetal6s2s    5
and4            1
mux2           11
and2            1
nand4           2
nand3           3
nor4b           1
dlygate4sd2    10
through the flow:
stage	utilization, %	hold slack [ps]
2_1_floorplan	-	1077
3_3_place_gp	22.09	2043
3_5_place_dp	22.09	2045
4_1_cts	23.33	1792
5_1_grt	23.59	1491
6_report	23.59	1468
worst paths after layout:
path | from | slack [ps] | end
worst min-delay path | forward_shift_hash_adr_i[0] | 1470 | correct_shift_hash_adr[0]
worst max-delay path | forward_next_mem_hash_adr_i[0] | 80 | correct_shift_valid
power breakdown:
part	switching [uW]	internal (uW)
registers	0	0
logic	40.2	88.2
clock network	0	0
total	40.2	88.2
area by class of cell:
cell class	instances	area (sq um)
tap	46	57.56
timing repair buffer	44	425.4
multi-input combinational	30	322.8
fill	375	2610
per-layer routing:
layer  global-route usage (%)  up-vias  routed length (microns)
met4                        0        0                        0
met1                    4.560      190                      494
met3                        0        0                        1
li1                         -      209                        -
met2                    9.952        2                     1052
met5                        0        -                        0
critical path: cells and delay by family:
kind / cells / cell delay, ps
multiplexers: 1 / 320
AND/OR/NAND/NOR: 3 / 600
buffers and inverters: 2 / 440
AND-OR/OR-AND: 1 / 70
timing repair:
action | in CTS | in global routing
pin swaps | 5 | 8
gates resized | 32 | 16
buffers inserted | 0 | 0
hold buffers | 0 | 0
endpoints found under the setup margin | 10 | 10
cloned | 0 | 0
No activity file was given, so power comes from the tool's default toggle rates.
