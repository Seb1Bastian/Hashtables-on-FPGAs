`design.v`:
```
module raw_mulitplexer_unpacked #(parameter DATA_WIDTH = 32,
                         parameter BUCKET_SIZE = 1)(
    input   logic [BUCKET_SIZE-1:0][DATA_WIDTH-1:0] data_in,
    input   logic [BUCKET_SIZE-1:0] sel,
    output  wire [DATA_WIDTH-1:0] data_out
); 
wire [BUCKET_SIZE-1:0][DATA_WIDTH-1:0] data_and;
wire [DATA_WIDTH-1:0][BUCKET_SIZE-1:0] data_input_or;
genvar i, j;
generate
    for (j = 0; j < BUCKET_SIZE ; j++) begin
        assign data_and[j] = data_in[j] & {DATA_WIDTH{sel[j]}};
    end
endgenerate
generate
    for (i = 0; i < BUCKET_SIZE; i = i + 1) begin : outer_loop
        for (j = 0; j < DATA_WIDTH; j = j + 1) begin : inner_loop
            assign data_input_or[j][i] = data_and[i][j];
        end
    end
endgenerate
generate
    for (i = 0; i < DATA_WIDTH; i = i + 1) begin : column_or_gen
        assign data_out[i] = | data_input_or[i];
    end
endgenerate
endmodule  
```
`run.sh`:
```
#!/bin/bash
# OpenROAD 26Q1-2900-gdf79404cd8, Yosys 0.63+post, stock flow scripts
make -C /OpenROAD-flow-scripts/flow DESIGN_CONFIG=/design/flow/config.mk WORK_HOME=/design/flow/orfs finish
```
`config.mk`:
```
export PLATFORM = sky130hd
export DESIGN_NAME = raw_mulitplexer_unpacked
export DESIGN_NICKNAME = raw_mulitplexer_unpacked
export VERILOG_FILES = /design/flow/design.v
export SDC_FILE = /design/flow/constraint.sdc
export NUM_CORES = 4
export LEC_CHECK = 1
export CORE_AREA = 10 10 70 70
export DIE_AREA = 0 0 80 80
```
`constraint.sdc`:
```
current_design raw_mulitplexer_unpacked

set clk_period 1.0
set clk_io_pct 0.2

create_clock -name clk0 -period $clk_period

set non_clock_inputs [all_inputs -no_clocks]
set_input_delay [expr $clk_period * $clk_io_pct] -clock clk0 $non_clock_inputs
set_output_delay [expr $clk_period * $clk_io_pct] -clock clk0 [all_outputs]
```
==> Implementation_results.wiki <==
== Metrics ==
{| class="wikitable"
! Metric !! Value
|-
| Result of the run || completed
|-
| Number of instances on the worst hold path || 3
|-
| Count of cell types in the netlist || 2
|-
| Yosys Instances || 35
|-
| Number of DRC markers after the initial detailed-route iteration || 3
|-
| Finished Cell Area || 969.7 um2
|-
| All-layer global routing usage || 5.934%
|-
| Detailed-placement wirelength estimate || 1516 um
|-
| Number of nets with antenna violations after detailed routing || 0
|-
| Maximum fanout along the worst path || 7
|-
| Worst setup path startpoint || sel[0]
|-
| 1st-pass router iterations || 2
|-
| Pin count of the biggest net entering global routing || 9
|-
| Routed WL per cell || 13.42 um
|-
| Final hold violation count || 0
|-
| Beginning of the worst hold path || data_in[31]
|-
| Critical setup path kind || in -> out
|-
| Number of cells produced by synthesis || 35
|-
| Mean area per synthesized cell || 7.293 um2
|-
| Kind of end point of the critical path || output pin
|-
| Number of top-level pins || 65
|-
| Hold path endpoint || data_out[31]
|-
| Final setup fails || 0
|-
| Cell area after synthesis || 255.2 um2
|-
| Endpoint arrival time on the critical path || 0.79 ns
|-
| Clock buffer count || 0
|-
| Post-layout min period || 0.9880 ns
|-
| Crit share post-route || 98.80%
|-
| Maximum Capacitance Violations || 0
|-
| Number of fill cells in the layout || 377
|-
| Final antenna diode count || 0
|-
| Aggregate negative setup slack || 0 ns
|-
| Tool warning count || 34
|-
| Post-Route WL || 2013 um
|-
| Number of global-route vias before repair || 561
|-
| Port Buffers || 65
|-
| Core area || 0.003416 mm2
|-
| Final Util || 28.39%
|-
| Worst Tran Pin Value || 0.1073 ns
|-
| Cell area after placement || 968.4 um2
|-
| Number of vias after detailed routing || 493
|-
| Total die size || 0.006400 mm2
|-
| Grt total ovfl || 0
|-
| Leakage power || 0.0005479 uW
|-
| Seq cells || 0
|-
| Sequential cell area fraction in the yosys report || 0%
|-
| Average vias per placed instance || 3.287
|-
| VDD IR-drop max || 0.09164 mV
|-
| Number of max-slew violations in the final report || 0
|-
| Unrepaired setup endpoints after global routing || true
|-
| Area Overhead vs Synth || 279.9%
|-
| Drc violations || 0
|-
| PD cells || 343.8 mW/mm2
|-
| Final hold slack || 0.6896 ns
|-
| Chip height || 80 um
|-
| Critical path required time || 0.80 ns
|-
| Maximum operating frequency || 1012 MHz
|-
| Initial antenna violation count || 0
|-
| Share of post-route cells with drive strength above 1 || 68.27%
|-
| Warnings from Yosys || 0
|-
| Flop area || 0 um2
|-
| Global-route wire length before repair || 3049 um
|-
| Routability-driven placement congestion ratio || 0.7238
|-
| Die span in x || 80 um
|-
| Yosys chip area || 255.2 um2
|-
| Core Density at Floorplan || 7.473%
|-
| Std cell rows || 21
|-
| CP startpoint kind || input pin
|-
| Type of the most critical hold path || in -> out
|-
| Max-Slew Margin vs Limit || 92.84%
|}
## timing repair
action,CTS,global route
hold buffers,0,0
gates resized,180,3
pin swaps,7,1
setup buffers,6,0
setup endpoints to repair,32,27
cloned,3,0
## stage by stage
step / instances / total power [uW] / setup slack (ns)
floorplan: 35 / 56.14 / 0.3299
global placement: 144 / 324.5 / -0.6907
CTS: 153 / 376.1 / -0.1153
detailed placement: 144 / 329.0 / -0.7020
global route: 150 / 365.2 / -0.01227
finish: 150 / 333.4 / 0.01203
## placed cells by master, fill, tap and decap left out
| cell type | instances |
|---|---|
| buf_12 | 3 |
| clkdlybuf4s15_1 | 2 |
| buf_2 | 22 |
| buf_6 | 11 |
| buf_4 | 2 |
| dlygate4sd2_1 | 30 |
| and2_4 | 32 |
| buf_16 | 1 |
| dlymetal6s2s_1 | 1 |
## cells by family (layout without fill, tap and decap cells)
group                  count (synthesis)  after routing  synth area share [%]
AND/OR/NAND/NOR                       32             32                 94.12
buffers and inverters                  3             72                 5.881
## synthesized netlist by cell type
| master | count | area share [%] |
|---|---|---|
| and2_2 | 32 | 94 |
| clkbuf_2 | 3 | 5.9 |
## area by class of cell
cell class	count	area (um2)	share of cell area, %
multi-input cells	32	280.3	28.90
well taps	46	57.56	5.935
repair buffers	72	631.9	65.16
## layer usage
layer	global-route usage, %	share of wire, %	vias to the layer above	wire length [um]
met3	3.068	15	0	297
met4	0	0	0	0
met2	9.872	48	36	962
li1	-	-	243	-
met1	7.053	37	214	753
met5	0	0	-	0
## worst max-delay path, cell delays in order
cell and delay [ns]:
buf_12 0.12, buf_12 0.12, buf_12 0.12, and2_4 0.12, buf_2 0.10
## worst max-delay path by stage
stage / to / slack, ns / cells after the start
global route: data_out[28] / -0.01 / 5
CTS: data_out[24] / -0.12 / 6
finish: data_out[24] / 0.01 / 5
## power by group
group	total [uW]	leakage [uW]	switching, uW	internal [uW]
sequential	0	0	0	0
clock	0	0	0	0
combinational	333	0.000548	77.9	255
total	333	0.000548	77.9	255
No activity file was given, so power comes from the tool's default toggle rates.
