==> config.mk <==
export PLATFORM = sky130hd
export DESIGN_NAME = raw_mulitplexer_packed
export DESIGN_NICKNAME = raw_mulitplexer_packed
export VERILOG_FILES = /design/flow/design.v
export SDC_FILE = /design/flow/constraint.sdc
export NUM_CORES = 4
export LEC_CHECK = 1
export CORE_AREA = 10 10 85 85
export DIE_AREA = 0 0 95 95
==> constraint.sdc <==
current_design raw_mulitplexer_packed

set clk_period 1.0
set clk_io_pct 0.2

create_clock -name clk0 -period $clk_period

set non_clock_inputs [all_inputs -no_clocks]
set_input_delay [expr $clk_period * $clk_io_pct] -clock clk0 $non_clock_inputs
set_output_delay [expr $clk_period * $clk_io_pct] -clock clk0 [all_outputs]
==> design.v <==
module raw_mulitplexer_packed #(parameter DATA_WIDTH = 32,
                   parameter DATA_LINES = 4)(
    input   logic [DATA_LINES-1:0][DATA_WIDTH-1:0] data_in,
    input   logic [DATA_LINES-1:0] sel,
    output  wire [DATA_WIDTH-1:0] data_out
); 
wire [DATA_LINES-1:0][DATA_WIDTH-1:0] data_and;
wire [DATA_WIDTH-1:0][DATA_LINES-1:0] data_input_or;
genvar i, j;
generate
    for (i = 0; i < DATA_LINES; i = i + 1) begin : and_gen
        assign data_and[i] = data_in[i] & {DATA_WIDTH{sel[i]}};
    end
endgenerate
generate
    for (i = 0; i < DATA_LINES; i = i + 1) begin : outer_loop
        for (j = 0; j < DATA_WIDTH; j = j + 1) begin : inner_loop
            assign data_input_or[j][i] = data_and[i][j];
        end
    end
endgenerate
generate
    for (i = 0; i < DATA_WIDTH; i = i + 1) begin : column_or_gen
        assign data_out[i] = | data_input_or[i];
    end
endgenerate
endmodule  
==> run.sh <==
#!/bin/bash
# OpenROAD 26Q1-2900-gdf79404cd8, Yosys 0.63+post, stock flow scripts
make -C /OpenROAD-flow-scripts/flow DESIGN_CONFIG=/design/flow/config.mk WORK_HOME=/design/flow/orfs finish
==> impl_metrics.ini <==
; generated from flow reports
[die]
rows = 27
dieArea_um2 = 9030
die_h_um = 95
initCoreUtil = 0.128
die_x_um = 95
pin_count = 164
coreArea_um2 = 5470

[worst_setup_path]
cpPeakStageDelay_ns = 0.17
crit_top_cell = buf_12
critPathSlowestCell = a22oi_2
startpoint_type = input port
critPathMaxFanout = 7
end_kind = primary output
cp.required_ns = 0.80
crit_chain = buf_12, buf_12, buf_12, a22oi_2, nand2_1, buf_2
worst-endpoint-arrival_ns = 0.92
crit_end = data_out[0]
startpoint = sel[0]
crit_type = in2out

[final_layout]
drive_gt1_frac = 0.410
nFlopsAndLatches = 0
combGateArea_um2 = 856
flop_area_um2 = 0
syn2layout_area_growth_pct = 312
n_clock_buffer = 0
num-fill-cells = 527

[hold_path]
hold_class = in2out
hold_depth = 4

[job]
warning_count = 34
cap_violations = 0

[final_timing]
setup_viol = 32
fin_ws_ns = -0.123
fmax_mhz = 890
fin_crit_ns = 1.12
period_used_share = 1.12
final_hold_viol_count = 0
worst_slew_margin_rel = 0.885
rsz0062_at_grt = yes
slew_violations = 0
worstMarginPinSlew_ns = 0.173

[power_and_ir_drop]
power_density_nw_per_um2 = 385
finalPower_w = 0.00111
p_leak_nw = 1.54
ir_drop_v = 0.000237

[outcome]
violations = setup timing
status = complete, but fails checks

[detailed_routing]
post_drt_via_cell_ratio = 4.56
routed_wl_um = 7110
ant_nets = 0
wl_per_cell_um = 19.5
drt_iter0_markers = 38
dr.pass1.iters = 4
dr_total_vias = 1663
n_antenna_cell = 0
route.detailed.drc = 0

[place]
portBuffers = 164
place_hpwl_um = 5120
gp_congestion = 0.854
place_ws_ns = -0.776

[global_route]
grt_pass1_wl_um = 10300
overflow = 0
grt_max_degree = 17
grt_usage = 0.147
grt_pass1_vias = 1792
antenna_found_initial = 0

[clocking]
postCtsHoldBufs = 0

[synthesis]
ys_area_um2 = 698
yosys_warnings = 0
yosysTopAreaCellShare = 0.688
synth.area.top_cells = a22oi_1, nand2_1, buf_6
synth_area_um2 = 698
ys_seq_frac = 0
syn_avg_cell_area_um2 = 6.46
netlist_instances = 108
largest_area_cell = a22oi_1
ys_cells = 108
synth_cell_types = 4
==> how the worst min path moves through the flow <==
stage / from / to / slack, ns
4_1_cts: data_in[44] / data_out[12] / 0.79
5_1_grt: data_in[57] / data_out[25] / 0.70
6_report: data_in[122] / data_out[26] / 0.68
==> layer usage <==
metal  vias up  track usage  share of wire
li1        816            -              -
met1       752        0.179           0.40
met2        91        0.256           0.48
met3         4       0.0537           0.11
met4         0      0.00249         0.0048
met5         -            0              0
==> what timing repair did <==
item | 4_1_cts | 5_1_grt
gates cloned | 7 | 0
resized | 284 | 50
setup endpoints to repair | 32 | 32
setup buffers | 19 | 0
pin swaps | 94 | 64
==> cell usage after synthesis <==
| cell | count |
|---|---|
| a22oi_1 | 64 |
| buf_2 | 6 |
| buf_6 | 6 |
| nand2_1 | 32 |
==> where the power goes <==
part	internal [W]	switching (W)	leakage (nW)
Sequential	0	0	0
Clock	0	0	0
Combinational	0.000720	0.000388	1.54
==> cell families after synthesis <==
| group | synth area share |
|---|---|
| AND-OR/OR-AND | 0.688 |
| AND/OR/NAND/NOR | 0.172 |
| buffers and inverters | 0.140 |
==> layout by cell type (no fill, tap or decap), drive strengths merged <==
master / count
dlygate4sd2: 96
buf: 69
a22oi: 64
nand2: 32
dlymetal6s2s: 29
clkdlybuf4s50: 3
==> critical path, delay by kind of cell <==
family          cells  cell delay (ns)
compound gates      1             0.17
buf+inv             4             0.49
simple gates        1             0.06
==> stage by stage <==
| stage | TNS [ns] | cell area [µm²] | std cells | util | hold WS [ns] |
|---|---|---|---|---|---|
| after floorplan | 0 | 698 | 108 | - | 0.472 |
| after global placement | -24.25 | 2410 | 339 | 0.440 | 1.39 |
| after detailed placement | -24.24 | 2410 | 339 | 0.440 | 1.40 |
| after CTS | -3.54 | 2710 | 365 | 0.496 | 0.787 |
| after global routing | -3.99 | 2880 | 365 | 0.526 | 0.701 |
| final | -2.65 | 2880 | 365 | 0.526 | 0.676 |
==> layout make-up <==
type	count	area share
tap	72	0.0313
timing repair buffer	197	0.671
multi-input combinational	96	0.298
No activity file was given, so power comes from the tool's default toggle rates.
