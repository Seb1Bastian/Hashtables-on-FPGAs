<file path="./design.v">
module cam_forwarder #(
    parameter DATA_WIDTH = 4,
    parameter KEY_WIDTH = 2
)(
    input logic clk,
    input logic reset,
    input logic clk_en,
    input logic [KEY_WIDTH-1:0]     new_key_i,
    input logic [DATA_WIDTH-1:0]    new_data_i,
    input logic                     new_valid_i,
    input logic [KEY_WIDTH-1:0]     forward_key_i,
    input logic [DATA_WIDTH-1:0]    forward_data_i,
    input logic                     forward_write_i,
    input logic                     forward_del_i,
    output logic [DATA_WIDTH-1:0]    corrected_data_o,
    output logic                     correct_valid_o
);
logic [KEY_WIDTH-1:0]  key_newer;
logic [DATA_WIDTH-1:0] data_newer;
logic write_newer;
logic del_newer;
wire  key_equal_newer;
always @(posedge clk) begin
    if (reset == 1) begin
        key_newer <= 0;
        data_newer <= 0;
        write_newer <= 0;
        del_newer <= 0;
    end else if (clk_en == 1) begin
        key_newer <=   forward_key_i;
        data_newer <=  forward_data_i;
        write_newer <= forward_write_i;
        del_newer <=   forward_del_i;
    end
end
assign key_equal_newer = (key_newer == new_key_i)? 1'b1 : 1'b0;
always @(key_equal_newer, data_newer, write_newer, del_newer, new_data_i) begin
    case ({key_equal_newer,write_newer,del_newer})
        3'b110 : corrected_data_o = data_newer;
        3'b101 : corrected_data_o = new_data_i;
        default: corrected_data_o = new_data_i;
    endcase
end
always @(key_equal_newer, write_newer, del_newer, new_valid_i) begin
    case ({key_equal_newer,write_newer,del_newer})
        3'b110 : correct_valid_o = 1'b1;
        3'b101 : correct_valid_o = 1'b0;
        default: correct_valid_o = new_valid_i;
    endcase
end
endmodule
</file>
<file path="./run.sh">
#!/bin/bash
# OpenROAD 26Q1-2900-gdf79404cd8, Yosys 0.63+post, stock flow scripts
make -C /OpenROAD-flow-scripts/flow DESIGN_CONFIG=/design/flow/config.mk WORK_HOME=/design/flow/orfs finish
</file>
<file path="./config.mk">
export PLATFORM = sky130hd
export DESIGN_NAME = cam_forwarder
export DESIGN_NICKNAME = cam_forwarder
export VERILOG_FILES = /design/flow/design.v
export SDC_FILE = /design/flow/constraint.sdc
export NUM_CORES = 4
export LEC_CHECK = 1
export CORE_AREA = 10 10 70 70
export DIE_AREA = 0 0 80 80
</file>
<file path="./constraint.sdc">
current_design cam_forwarder

set clk_period 3.5
set clk_io_pct 0.2

create_clock -name clk0 -period $clk_period [get_ports {clk}]

set non_clock_inputs [all_inputs -no_clocks]
set_input_delay [expr $clk_period * $clk_io_pct] -clock clk0 $non_clock_inputs
set_output_delay [expr $clk_period * $clk_io_pct] -clock clk0 [all_outputs]
</file>
==> changes_impl.md <==
## Flow update

* Outcome: completed
* Switching pwr at 47.1 uW
* Combinational cell fraction of total power at 22.2%
* Fmax at about 340 MHz
* CP max stage delay at approximately 0.46 ns
* DRC viols at 0
* Final TNS setup at 0 ns
* Crit path kind: in2out
* # rows at 21
* Clock root cell: clkbuf_4
* Sw frac at 21.7%
* CTS buffer count at 3
* Top cells by area: dfxtp_1 (42%), mux2i_1 (21%), mux2_2 (12%)
* Clock latency (worst-skew pair) at 0.25 ns
* Chip area at 0.00640 sq mm
* Slew Limit Fails at 0
* Yosys stat area at 378 sq um
* Seq pwr share at a little under half
* Arrival time worst endpoint at 2.28 ns
* GRT overflow at 0
* Post-Route WL at 1130 microns
* Tool Warnings at 25
* Via count at 345
* Yosys warning total at 1
* Clock sink count at 8
* Placed Cells at 103
* Final GP Congestion at 0.662
* Relative slew slack at 66.3%
* Crit-path cells: clkdlybuf4s50_1 > xnor2_1 > nand4_2 > mux2_2 > clkdlybuf4s50_1
* Total GRT Usage at under 10%
* Min-delay worst type: reg2reg
* Final Worst Setup Slack at 0.518 ns
* Layout area overhead at 77.2%
* Startpoint Class: input port
* Max Buffers Root-to-Sink at 2
* Syn Area/Cell at between 10 and 15 sq um
* Synth Seq Share at 42.4%
* Final period utilization at 85.2%
* RSZ-0062 raised after global routing: false
* CP Data Required Time at 2.80 ns
* Layout cells sized above 1 at between 10% and 20%
* Mapped Cells at 37
* IO Count at 23
* Count of final setup violators at 0
* Critical Path Sink Type: output port
* Vias per inst at between 3 and 4
* Asr flop ratio synth at 0%
* Synth flops at 8
* Clock skew at 0 ns
* Initial antenna violation count at 0
* Post-CTS resize count at 0
* Setup repair bufs after CTS at 0
* Reg clk slew, reported paths at 0.05 ns
* Initial DRC Count at 25
* Final hold viol count at 0
* Post-DRT Antenna Nets at 0
* Yosys stat cell total at 37
* Yosys top cell by area: dfxtp_1
* First-pass GRT wire length at 1790 microns
* DP HPWL at 1000 microns
* Hold-fix buffers at CTS at 0
* Pre-antenna DRT Iters at 2
* Most used cell, CP: clkdlybuf4s50_1
* Vias in the first global route at 394
* Die H at 80 microns
* Max IR drop VDD at 81.7 uV
* Cell Type Count at 12
* Int Pwr at ~170 uW
* Worst-path fanout max at 5
* Final core occ at between 15 and 20%
* IO buf count at 22
* Place WS at between 0.4 and 0.5 ns
* Crit path time final at 2.98 ns
* Post-synth top cells: dfxtp_1 (8), mux2i_1 (8), nor2_1 (8), mux2_2 (4), xnor2_1 (2)
* Pleak at between 0.2 and 0.3 nW
* Core Util at FP at 11.1%
* Crit-path slowest cell: clkdlybuf4s50_1
* Clock share of power at 32.0%
* Die W at ~80 microns
* Post-synth EDFFs at 0
* Diode count at 0
* PwrDens at 324 mW/mm^2
* Fin cells at 106
* Largest net degree at the start of global routing at 9
* H-tree depth at 1
* Least-Margin Pin Slew at roughly 0.5 ns
* Core ar. at 0.00342 sq mm
* Synthesized area at 378 sq um
* Area leader share at 42.4%
* Main synth FF type: dfxtp_1
* Maxcap violations at 0
* CTS tree: done
* DR WL/cell at 10.7 microns
[power groups by stage]
stage | Combinational [mW] | Sequential [mW] | Clock, mW
4_1_cts | 0.0496 | 0.0996 | 0.0726
5_1_grt | 0.0527 | 0.100 | 0.0807
6_report | 0.0481 | 0.0995 | 0.0694
[registers in the layout, indices dropped and copies added (netlist names)]
register	cells
key_newer	2
write_newer	1
del_newer	1
data_newer	4
[cell usage in the layout (no fill, tap or decap), drive strengths merged]
cell           count
a21boi             1
clkbuf             3
clkdlybuf4s50     22
dfxtp              8
inv                1
mux2               4
mux2i              8
nand3b             1
nand4              1
nor2               8
o21ai              1
xnor2              2
[logic make-up (layout without fill, tap and decap cells)]
logic type / count (synthesis) / in the layout / share of synthesized area, %
compound gates: 2 / 2 / 3.31
xor+xnor: 2 / 2 / 4.64
simple gates: 10 / 10 / 13.2
flops: 8 / 8 / 42.4
buf+inv: 3 / 26 / 3.31
mux: 12 / 12 / 33.1
[per-layer routing]
layer | part of all wire (%) | vias up | global-route usage, %
met5 | 0 | - | 0
met4 | 1.4 | 0 | 0.880
met3 | 6.3 | 4 | 1.59
met2 | 54 | 7 | 6.26
met1 | 39 | 157 | 3.77
li1 | - | 177 | -
[layout make-up]
class	instances	area [sq um]
Multi-Input combinational cell	26	205
Fill cell	382	2750
Clock buffer	3	22.5
Timing Repair Buffer	22	220
Sequential cell	8	160
Tap cell	46	57.6
Inverter	1	3.75
[final timing paths]
path | endpoint | slack [ns] | cells after the start | startpoint
hold / removal | data_newer[0]$_SDFFE_PP0P_ | 0.49 | 2 | data_newer[0]$_SDFFE_PP0P_
setup / recovery | corrected_data_o[2] | 0.52 | 5 | new_key_i[0]
setup reg to reg | write_newer$_SDFFE_PP0P_ | 2.87 | 2 | write_newer$_SDFFE_PP0P_
hold reg to reg | data_newer[0]$_SDFFE_PP0P_ | 0.49 | 2 | data_newer[0]$_SDFFE_PP0P_
[worst max-delay path, delay by kind of cell]
| family | cells | cell delay (ns) |
|---|---|---|
| xor+xnor | 1 | 0.21 |
| buf+inv | 2 | 0.88 |
| simple gates | 1 | 0.21 |
| mux | 1 | 0.28 |
[metrics by stage]
stage / hold slack [ns] / instance area [sq um] / total power, mW
4_1_cts: 0.496 / 669 / 0.222
5_1_grt: 0.520 / 669 / 0.234
3_5_place_dp: 0.483 / 647 / 0.151
2_1_floorplan: 0.456 / 378 / 0.120
6_report: 0.488 / 669 / 0.217
3_3_place_gp: 0.477 / 647 / 0.150
Power is estimated from default activity; no workload was simulated.
